`flow/config.mk`:
```
export PLATFORM = sky130hd
export DESIGN_NAME = uart_tx
export DESIGN_NICKNAME = uart_tx
export VERILOG_FILES = /design/flow/design.v
export SDC_FILE = /design/flow/constraint.sdc
export NUM_CORES = 4
export LEC_CHECK = 1
export CORE_AREA = 10 10 93 93
export DIE_AREA = 0 0 103 103
export SYNTH_HDL_FRONTEND = slang
```
`flow/constraint.sdc`:
```
current_design uart_tx

set clk_period 2.0
set clk_io_pct 0.2

create_clock -name clk0 -period $clk_period [get_ports {clk}]

set non_clock_inputs [all_inputs -no_clocks]
set_input_delay [expr $clk_period * $clk_io_pct] -clock clk0 $non_clock_inputs
set_output_delay [expr $clk_period * $clk_io_pct] -clock clk0 [all_outputs]
```
`flow/design.v`:
```
package vga_pkg;
localparam HOR_PIXELS = 800;
localparam VER_PIXELS = 600;
localparam HOR_TOTAL_TIME  = 1056;
localparam HOR_BLANK_START = 800;
localparam HOR_BLANK_TIME  = 256;
localparam HOR_SYNC_START  = 840;
localparam HOR_SYNC_TIME   = 128;
localparam VER_TOTAL_TIME  = 628;
localparam VER_BLANK_START = 600;
localparam VER_BLANK_TIME  = 28;
localparam VER_SYNC_START  = 601;
localparam VER_SYNC_TIME   = 4;
endpackage
module uart_tx #(
    parameter DBIT = 8,  
    parameter SB_TICK = 16  
) (
    input logic clk,
    input logic rst_n,
    input logic tx_start,
    input logic s_tick,
    input logic [7:0] din,
    output logic tx_done_tick,
    output logic tx
);
typedef enum logic [1:0] {
    IDLE,
    START,
    DATA,
    STOP
} state_t;
state_t state, state_nxt;
logic [3:0] s, s_nxt;
logic [2:0] n, n_nxt;
logic [7:0] b, b_nxt;
always_ff @(posedge clk, negedge rst_n)
    if (!rst_n) begin
        state <= IDLE;
        s <= 0;
        n <= 0;
        b <= 0;
    end else begin
        state <= state_nxt;
        s <= s_nxt;
        n <= n_nxt;
        b <= b_nxt;
    end
always_comb begin
    state_nxt = state;
    s_nxt = s;
    n_nxt = n;
    b_nxt = b;
    case (state)
        IDLE: begin
            if (tx_start) begin
                state_nxt = START;
                s_nxt = 0;
                b_nxt = din;
            end
        end
        START: begin
            if (s_tick) begin
                if (s == 15) begin
                    state_nxt = DATA;
                    s_nxt = 0;
                    n_nxt = 0;
                end else begin
                    s_nxt = s + 1;
                end
            end
        end
        DATA: begin
            if (s_tick) begin
                if (s == 15) begin
                    s_nxt = 0;
                    b_nxt = b >> 1;
                    if (n == (DBIT - 1)) begin
                        state_nxt = STOP;
                    end else begin
                        n_nxt = n + 1;
                    end
                end else begin
                    s_nxt = s + 1;
                end
            end
        end
        STOP: begin
            if (s_tick) begin
                if (s == (SB_TICK - 1)) begin
                    state_nxt = IDLE;
                end else begin
                    s_nxt = s + 1;
                end
            end
        end
    endcase
end
always_comb begin
    tx_done_tick = 1'b0;
    case (state)
        IDLE: begin
            tx = 1'b1;
        end
        START: begin
            tx = 1'b0;
        end
        DATA: begin
            tx = b[0];
        end
        STOP: begin
            tx = 1'b1;
            if (s_tick) begin
                if (s == (SB_TICK - 1)) begin
                    tx_done_tick = 1'b1;
                end
            end
        end
    endcase
end
endmodule
```
`flow/run.sh`:
```
#!/bin/bash
# OpenROAD 26Q1-2900-gdf79404cd8, Yosys 0.63+post, stock flow scripts
make -C /OpenROAD-flow-scripts/flow DESIGN_CONFIG=/design/flow/config.mk WORK_HOME=/design/flow/orfs finish
```
==> impl_metrics.yaml <==
# physical design summary
global_route:
  grt_max_degree: 20
  grt_pass1_vias: 889
  grt_antenna_before_repair: 0
  track_usage: 0.0479
  grt_pass1_wl_mm: 4.20
  grt_overflow: 0
critical_path:
  crit_buf_inv: 1
  reg2reg_depth: 4
  startpoint: "state[0]"
  critical_path_class: "register to output port"
  reg2reg_slack_ns: 0.27
  cp_top_family: "flip-flops"
  path_max_fanout: 6
  start_kind: "register"
  worst_setup_path_end_kind: "output port"
  max_stage_delay_ns: 0.59
  cp.arrival_ns: 1.45
  crit_chain: "a211o_1, clkdlybuf4s50_1"
  required_ns: 1.60
  r2r_end: "s[3]"
  critPathSlowestCell: "dfstp_2"
  r2r_start: "state[3]"
sta:
  finalSetupViolations: 0
  final.setup.tns_ns: 0
  slew_violations: 0
  rsz0062_at_grt: "false"
  finalClockSkew_ns: 0.00341
  worst_slew_pin_slew_ns: 0.275
  finalCritPeriodShare: 0.923
  period_needed_ns: 1.85
  fmax_mhz: 542
  max_slew_margin: 0.816
  finalHoldViolCount: 0
  holdWs_ns: 0.489
die:
  die_area_mm2: 0.0106
  fp_util: 0.148
  num_io_pins: 14
  core-area_mm2: 0.00676
  die_h_um: 103
  die_w_um: 103
  rows: 30
cells_and_area:
  layout-drive-gt1-share: 0.121
  fin_util: 0.195
  final.fill_count: 748
  area_growth_pct: 31.7
  final_cells: 204
logic_synthesis:
  syn_area_per_cell_um2: 9.52
  yosysSeqAreaShare: 0.477
  synth.top_cells.by_count: "dfrtp_1 (18), o22ai_1 (16), nand2_1 (14), a21oi_1 (10)"
  edf_count: 0
  ys_ff: 19
  yosysWarnings: 0
  area_leaders: "dfrtp_1 (45%), o22ai_1 (10%), nand2_1 (5.3%), a21oi_1 (5.0%), a22o_1 (4.4%)"
  yosysCellCount: 105
  top_cell: "dfrtp_1"
  syn_area_um2: 1000
  async_flop_share: 1.00
  top_area_cell: "dfrtp_1"
  flop_cell: "dfrtp_1"
  ys_area_um2: 1000
  synth_top_area_share: 0.451
  synth.distinct_cells: 28
  synth_cells: 105
route:
  viasPerCell: 4.18
  first_pass_iters: 4
  drc: 0
  drtIter0Drc: 21
  wl_mm: 2.37
  wl_per_cell_um: 11.6
  n_antenna_cell: 0
  ant_nets: 0
  dr_total_vias: 853
power:
  seq_power_share: 0.565
  p_int_uw: 548
  p_sw_uw: 132
  p_total_uw: 680
  power_density_mw_per_mm2: 516
  ir_drop_v: 0.000185
  swShare: 0.194
  p_leak_nw: 0.572
  p_comb_frac: 0.052
  clockPowerShare: 0.383
clock_tree:
  cts_tree: "done"
  ctsRootBufferMaster: "clkbuf_8"
  cts_buffer_depth: 2
  cts_htree_levels: 1
  numCtsBuffers: 3
  cts.sink_count: 19
  worstSkewPairLatency_ns: 0.25
  clk_pin_slew_worst_paths_ns: 0.07
outcome:
  status: "complete, no violations"
place:
  dp_hpwl_mm: 1.73
  place.gp.congestion: 0.809
  dp_cells: 198
  port_buffers: 13
flow_run:
  timing.max_cap.violations: 0
  tool_warnings: 25
min_path:
  min_path_type: "primary input to async pin"
## layer usage
layer / share of wire / global-route usage / wire length, µm
met5: 0 / 0 / 0
met2: 0.50 / 0.0795 / 1200
met1: 0.45 / 0.0629 / 1070
met4: 0.0072 / 0.00749 / 17
met3: 0.038 / 0.0115 / 90
## registers in the layout, indices dropped and copies added (netlist names)
signal  cells
n           3
b           8
s           4
state       4
## cell type report
cell class	count	area (µm²)	share of cell area
inverters	3	11.3	0.00856
repair buffers	21	189	0.144
clock buffers	4	45.0	0.0342
flip-flops and latches	19	477	0.362
multi-input cells	77	494	0.375
well taps	80	100	0.0760
## how the worst max path moves through the flow
stage     to  depth (start not counted)  slack (ns)
6_report  tx                          2        0.15
5_1_grt   tx                          2        0.08
4_1_cts   tx                          2        0.14
## what timing repair did
item                                    4_1_cts  5_1_grt
buffers inserted                              2        0
hold buffers                                  0        0
gates resized                                 3        0
endpoints found under the setup margin        1        0
## power groups by stage
| stage | logic [mW] | clock network [mW] | registers (mW) |
|---|---|---|---|
| 4_1_cts | 0.0364 | 0.277 | 0.384 |
| 5_1_grt | 0.0386 | 0.297 | 0.384 |
| 6_report | 0.0350 | 0.260 | 0.384 |
## cells by family after synthesis
| family | after synthesis | share of synthesized area |
|---|---|---|
| AND-OR/OR-AND | 42 | 0.275 |
| adder cells (fa/ha/maj) | 3 | 0.0376 |
| buffers and inverters | 9 | 0.0413 |
| flip-flops | 19 | 0.477 |
| multiplexers | 1 | 0.0113 |
| AND/OR/NAND/NOR | 31 | 0.158 |
## cell usage in the layout, fill, tap and decap left out, types with 3 or more instances in the layout
cell             count
dfrtp_1             18
o22ai_1             16
nand2_1             14
clkdlybuf4s50_1     12
a21oi_1             10
buf_4                8
a22o_1               5
nand3_1              4
o21ai_1              4
or2_1                3
clkbuf_8             3
## stage by stage
| step | setup WS (ns) | cell area, µm² |
|---|---|---|
| CTS | 0.135 | 1320 |
| global route | 0.0842 | 1320 |
| floorplan | 0.384 | 1000 |
| detailed placement | 0.123 | 1240 |
| global placement | 0.127 | 1240 |
| finish | 0.154 | 1320 |
Power is estimated from default activity; no workload was simulated.
