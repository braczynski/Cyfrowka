==> flow/design.v <==
package vga_pkg;
localparam HOR_PIXELS = 800;
localparam VER_PIXELS = 600;
localparam HOR_TOTAL_TIME  = 1056;
localparam HOR_BLANK_START = 800;
localparam HOR_BLANK_TIME  = 256;
localparam HOR_SYNC_START  = 840;
localparam HOR_SYNC_TIME   = 128;
localparam VER_TOTAL_TIME  = 628;
localparam VER_BLANK_START = 600;
localparam VER_BLANK_TIME  = 28;
localparam VER_SYNC_START  = 601;
localparam VER_SYNC_TIME   = 4;
endpackage
module debounce #(
    parameter int N = 22
) (
    input logic clk,
    input logic rst_n,
    input logic sw,
    output logic db_level,
    output logic db_tick
);
typedef enum logic [1:0] {
    ZERO,
    WAIT0,
    ONE,
    WAIT1
} state_t;
logic [N-1:0] q, q_nxt;
state_t state, state_nxt;
always_ff @(posedge clk, negedge rst_n) begin
    if (!rst_n) begin
        state <= ZERO;
        q <= 0;
    end else begin
        state <= state_nxt;
        q <= q_nxt;
    end
end
always_comb begin
    state_nxt = state;
    q_nxt = q;
    case (state)
        ZERO: begin
            if (sw) begin
                state_nxt = WAIT1;
                q_nxt = {N{1'b1}};
            end
        end
        WAIT1: begin
            if (sw) begin
                q_nxt = q - 1;
                if (q == 0) begin
                    state_nxt = ONE;
                end
            end else begin
                state_nxt = ZERO;
            end
        end
        ONE: begin
            if (~sw) begin
                state_nxt = WAIT0;
                q_nxt = {N{1'b1}};
            end
        end
        WAIT0: begin
            if (~sw) begin
                q_nxt = q - 1;
                if (q == 0) begin
                    state_nxt = ZERO;
                end
            end else begin
                state_nxt = ONE;
            end
        end
        default: state_nxt = ZERO;
    endcase
end
always_comb begin
    db_level = 1'b0;
    db_tick = 1'b0;
    case (state)
        ZERO: ;
        WAIT1: begin
            db_tick = sw && (q == 0);
        end
        ONE: begin
            db_level = 1'b1;
        end
        WAIT0: begin
            db_level = 1'b1;
        end
    endcase
end
endmodule
==> flow/run.sh <==
#!/bin/bash
# OpenROAD 26Q1-2900-gdf79404cd8, Yosys 0.63+post, stock flow scripts
make -C /OpenROAD-flow-scripts/flow DESIGN_CONFIG=/design/flow/config.mk WORK_HOME=/design/flow/orfs finish
==> flow/config.mk <==
export PLATFORM = sky130hd
export DESIGN_NAME = debounce
export DESIGN_NICKNAME = debounce
export VERILOG_FILES = /design/flow/design.v
export SDC_FILE = /design/flow/constraint.sdc
export NUM_CORES = 4
export LEC_CHECK = 1
export CORE_AREA = 10 10 95 95
export DIE_AREA = 0 0 105 105
export SYNTH_HDL_FRONTEND = slang
==> flow/constraint.sdc <==
current_design debounce

set clk_period 8.8
set clk_io_pct 0.2

create_clock -name clk0 -period $clk_period [get_ports {clk}]

set non_clock_inputs [all_inputs -no_clocks]
set_input_delay [expr $clk_period * $clk_io_pct] -clock clk0 $non_clock_inputs
set_output_delay [expr $clk_period * $clk_io_pct] -clock clk0 [all_outputs]
==> flow_summary.ini <==
; flow metrics
[status]
status = complete, no violations

[die]
chip_area_sq_um = 11000
num_io_pins = 5
die_x_um = 105
die_y_um = 105
core_sq_um = 6910
num_rows = 30
fp_util_pct = 21.1

[global_route]
grt_pass1_wl_mm = 5.09
grt_pass1_vias = 1071
grt_use_total_pct = 5.22
antenna_found_initial = 0
grt_overflow_total = 0
grt_max_degree = 27

[logic_synthesis]
mux_area_share_pct = 0.686
flop_cell = dfrtp_1
synth_area_sq_um = 1460
yosys.area_share.simple_pct = 28.9
logic_family = simple AND/OR/NAND/NOR gates
syn_inst = 148
yosysWarnings = 0
edf_count = 0
ys_area_sq_um = 1460
synthArstFlopShare_pct = 100
numSynthFlops = 26
syn_area_per_cell_sq_um = 9.87
xor_share_pct = 0.600
yosys_cells = 148
ys_seq_share_pct = 44.6
aoi_share_pct = 21.9
adder_share_pct = 0.857
synthDistinctLibCells = 42

[flow_run]
cap_violations = 0
warnings = 25

[layout]
drive_gt1_share_pct = 16.2
finish.utilization_pct = 24.1
lay_top_count = dfrtp_1
syn_to_final_growth_pct = 14.1
fill_cells = 749
lay_top_cells = dfrtp_1 (25), o21ai_0 (15), nor2_1 (12)

[detailed_routing]
diodes = 0
post-route-drc-count = 0
vias = 1153
wirelength_mm = 2.84
routed.top_layer = met4
viasPerCell = 4.61
dr.pass1.iters = 4
wl_met3_um = 84
dr_wl_met2_mm = 1.21
ant_nets = 0
wl_per_cell_um = 11.4
drt_iter0_drc = 113
wl_met1_mm = 1.54

[final_timing]
worstMarginPinSlew_ns = 0.556
tns_ns = 0
fin_skew_ns = 0.00632
finalHoldViolations = 0
setup_viol = 0
fmax_mhz = 206
min_period_ns = 4.86
slew_headroom_pct = 62.7
finalMaxSlewViolations = 0
finalClockPeriodUsage_pct = 55.2
rsz0062_at_grt = false

[clock_tree]
worstSkewPairLatency_ns = 0.27
cts_resized = 0
numClockSinks = 26
numCtsBuffers = 3
clkTransAtPathRegs_ns = 0.09
cts_tree = built
htree_levels = 1
cts-root-buf = clkbuf_8
clockBufferDepth = 2
post_cts_buffers = 0
cts_hold_buf = 0

[pwr]
power.density_nw_per_um2 = 150
leakage_nw = 0.527
total_power_w = 0.000250
irDropWorstVdd_uv = 52.0

[critical_path]
endpoint_kind = primary output
critPathMostFrequentCell = clkdlybuf4s50_1
crit_chain = clkdlybuf4s50_1 > and3_1 > clkdlybuf4s50_1
cp_slowest_cell = clkdlybuf4s50_1
start_kind = primary input
worstPathRequired_ns = 7.04
cpPeakStageDelay_ns = 0.65
worstSetupPathType = in2out
worstPathMaxFanout = 9
cp_data_arrival_time_ns = 3.10

[placement]
numPortBuffers = 4
gp_congestion = 0.793
post-dp-hpwl_mm = 2.00

[worst_hold_path]
worstHoldPathType = reg2reg
==> logic make-up (layout without fill, tap and decap cells) <==
kind of cell,count (synthesis),in the layout
xor gates and xnor gates,1,1
muxes,1,1
and+or+nand+nor,63,63
buffers and inverters,9,15
adders and majority gates,1,1
AOI/OAI and AO/OA,47,47
DFF,26,26
==> layout make-up <==
type / instances / area [sq um] / share of cell area [%]
clock buffers: 4 / 45.0 / 2.70
inverters: 4 / 15.0 / 0.901
multi-input cells: 113 / 772 / 46.3
flip-flops and latches: 26 / 652 / 39.1
well taps: 96 / 120 / 7.21
repair buffers: 7 / 62.6 / 3.75
==> synthesized netlist by cell type (2+ instances only) <==
library cell / n / area (sq um)
or4_4: 2 / 22.5
nor4_1: 8 / 50.1
nor2_1: 12 / 45.0
nor3_1: 2 / 10.0
o31ai_1: 7 / 52.6
or3_1: 2 / 12.5
o41ai_1: 2 / 17.5
or3b_1: 2 / 17.5
clkbuf_1: 3 / 11.3
or3_2: 2 / 15.0
nand2_1: 8 / 30.0
nand3_1: 7 / 35.0
nor3b_4: 2 / 37.5
o211ai_1: 6 / 45.0
o21ai_0: 15 / 75.1
or4_1: 4 / 30.0
a21oi_1: 5 / 25.0
dfrtp_1: 25 / 626
buf_2: 2 / 10.0
nand2b_1: 2 / 12.5
a31oi_1: 4 / 25.0
inv_1: 4 / 15.0
or2_2: 3 / 18.8
==> per-stage QoR <==
step / cell area, sq um / setup slack, ns / cells / hold WS [ns]
6_report: 1670 / 3.94 / 250 / 0.554
3_3_place_gp: 1620 / 3.94 / 246 / 0.524
4_1_cts: 1670 / 3.92 / 250 / 0.554
3_5_place_dp: 1620 / 3.91 / 246 / 0.532
5_1_grt: 1670 / 3.85 / 250 / 0.579
2_1_floorplan: 1460 / 4.98 / 148 / 0.497
==> state kept, by name (all words and copies together), names as in the netlist <==
name   count
state      4
q         22
==> worst max-delay path, delay by kind of cell <==
family	cells	cell delay, ns
simple gates	1	0.22
buf+inv	2	1.12
==> final timing paths <==
check / from / to / slack, ns / cells after the start
setup / recovery: sw / db_tick / 3.94 / 3
hold / removal: q[10] / q[10] / 0.55 / 2
setup reg to reg: q[0] / state[1] / 6.73 / 6
hold reg to reg: q[10] / q[10] / 0.55 / 2
max in group asynchronous: rst_n / state[0] / 6.65 / 2
min in group asynchronous: rst_n / q[20] / 1.85 / 2
==> power breakdown <==
part	switching, W	total [W]	internal [W]	leakage [nW]
clock network	0.0000375	0.0000699	0.0000324	0.0228
registers	0.0000115	0.000138	0.000127	0.247
logic	0.0000250	0.0000417	0.0000167	0.258
==> per-layer routing <==
layer	vias up	global-route usage (%)
met5	-	0
met4	0	0.0980
met3	2	1.43
met2	10	7.74
met1	546	7.85
li1	595	-
No activity file was given, so power comes from the tool's default toggle rates.
