--- design/flow/design.v ---
package vga_pkg;
localparam HOR_PIXELS = 800;
localparam VER_PIXELS = 600;
localparam HOR_TOTAL_TIME  = 1056;
localparam HOR_BLANK_START = 800;
localparam HOR_BLANK_TIME  = 256;
localparam HOR_SYNC_START  = 840;
localparam HOR_SYNC_TIME   = 128;
localparam VER_TOTAL_TIME  = 628;
localparam VER_BLANK_START = 600;
localparam VER_BLANK_TIME  = 28;
localparam VER_SYNC_START  = 601;
localparam VER_SYNC_TIME   = 4;
endpackage
module uart_rx #(
    parameter DBIT = 8,  
    parameter SB_TICK = 16  
) (
    input logic clk,
    input logic rst_n,
    input logic rx,
    input logic s_tick,
    output logic rx_done_tick,
    output logic [7:0] dout
);
typedef enum logic [1:0] {
    IDLE,
    START,
    DATA,
    STOP
} state_t;
state_t state, state_nxt;
logic [3:0] s, s_nxt;
logic [2:0] n, n_nxt;
logic [7:0] b, b_nxt;
always_ff @(posedge clk, negedge rst_n) begin
    if (!rst_n) begin
        state <= IDLE;
        s <= 4'b0;
        n <= 3'b0;
        b <= 8'b0;
    end else begin
        state <= state_nxt;
        s <= s_nxt;
        n <= n_nxt;
        b <= b_nxt;
    end
end
always_comb begin
    state_nxt = state;
    s_nxt = s;
    n_nxt = n;
    b_nxt = b;
    case (state)
        IDLE: begin
            if (~rx) begin
                state_nxt = START;
                s_nxt = 0;
            end
        end
        START: begin
            if (s_tick) begin
                if (s == 7) begin
                    state_nxt = DATA;
                    s_nxt = 0;
                    n_nxt = 0;
                end else begin
                    s_nxt = s + 1;
                end
            end
        end
        DATA: begin
            if (s_tick) begin
                if (s == 15) begin
                    s_nxt = 0;
                    b_nxt = {rx, b[7:1]};
                    if (n == (DBIT - 1))
                        state_nxt = STOP;
                    else
                        n_nxt = n + 1;
                end else begin
                    s_nxt = s + 1;
                end
            end
        end
        STOP: begin
            if (s_tick) begin
                if (s == (SB_TICK - 1)) begin
                    state_nxt = IDLE;
                end else begin
                    s_nxt = s + 1;
                end
            end
        end
    endcase
end
always_comb begin
    rx_done_tick = 1'b0;
    dout = b;
    case (state)
        IDLE: ;
        START: ;
        DATA: ;
        STOP: begin
            rx_done_tick = (s_tick && (s == (SB_TICK - 1)));
        end
    endcase
end
endmodule
--- design/flow/run.sh ---
#!/bin/bash
# OpenROAD 26Q1-2900-gdf79404cd8, Yosys 0.63+post, stock flow scripts
make -C /OpenROAD-flow-scripts/flow DESIGN_CONFIG=/design/flow/config.mk WORK_HOME=/design/flow/orfs finish
--- design/flow/config.mk ---
export PLATFORM = sky130hd
export DESIGN_NAME = uart_rx
export DESIGN_NICKNAME = uart_rx
export VERILOG_FILES = /design/flow/design.v
export SDC_FILE = /design/flow/constraint.sdc
export NUM_CORES = 4
export LEC_CHECK = 1
export CORE_AREA = 10 10 103 103
export DIE_AREA = 0 0 113 113
export SYNTH_HDL_FRONTEND = slang
--- design/flow/constraint.sdc ---
current_design uart_rx

set clk_period 2.3
set clk_io_pct 0.2

create_clock -name clk0 -period $clk_period [get_ports {clk}]

set non_clock_inputs [all_inputs -no_clocks]
set_input_delay [expr $clk_period * $clk_io_pct] -clock clk0 $non_clock_inputs
set_output_delay [expr $clk_period * $clk_io_pct] -clock clk0 [all_outputs]
==> notes.md <==
State of the implementation.

- In the routed layout, each cell is associated on average with a via count of 3.362.
- Clock skew on the completed layout was measured at 0.006984 ns.
- The number of different library cells in the post-synthesis netlist is 30, for reference.
- The synthesized-area fraction occupied by and/or/nand/nor cells is 17.37%, for reference.
- The yosys stat chip area is 979.7 um2, for reference.
- Per the synthesis report, the adder-cell share of the synthesized area is 3.831%.
- Summed over all cells, the static leakage comes to 0.5088 nW.
- The power per cell area is 919.3 nW/um2, for reference.
- The layout-stage area growth over the synthesis result is 30.40%, for reference.
- In the routed netlist, the antenna diode instances number 0.
- The synthesized netlist devotes 14.05% of its cell area to compound gates.
- The number of fill cells in the layout is 920, for reference.
- The max-slew violation total from the final report is 0, for reference.
- The global route stage reports its total congestion overflow as 0.
- STA classifies the critical path endpoint as an output port.
- The transition time at the pin with the least slew margin is 0.3465 ns, for reference.
- The post-detailed-placement half-perimeter wirelength is 1377 um, for reference.
- In this run the number of H-tree levels came out at 1.
- For reference, the clock transition at the flip-flops on the worst setup and hold paths is 0.08 ns.
- The number of top-level design ports is 13, for reference.
- The biggest area consumer among synthesized cells is dfrtp_1, for reference.
- For this block, the initial DRC count from the detailed router was 15.
- After detailed routing, the total wire length is 1933 um.
- The data required time of the critical path is 1.84 ns, for reference.
- The cts-stage hold buffer count is 0, for reference.
- The clock net in this run drives a total of 19 sinks.
- The synthesized netlist occupies a cell area of 979.7 um2.
- The count of state elements after synthesis is 19, for reference.
- The number of cell instances after yosys synthesis is 86, for reference.
- The first global-routing pass estimated 3277 um of wire.
- Setup repair after global routing left no endpoint under its margin.
- The initial antenna violation count came to 0.
- Clock tree synthesis selected as its root buffer the cell clkbuf_8.
- The start-to-end type of the worst setup path is in -> out, for reference.
- The initial core utilization is 11.80%, for reference.
- The ratio of final minimum period to clock period is 95.20%, for reference.
- The number of logged tool warnings is 25, for reference.
- The main area contributors are dfrtp_1 (46%), mux2_2 (10%), buf_6 (4.6%), a22o_1 (4.5%), nand2_1 (4.2%).
- Per the cell usage report, the commonest logic cells after layout are dfrtp_1 (18), clkdlybuf4s50_1 (12), nand2_1 (11).
- The most common logic cell in the final layout is dfrtp_1.
- The total number of vias is 696, for reference.
- The length of the first detailed-routing pass in iterations is 4, for reference.
- The multi-input combinational cell area is 459.2 um2, for reference.
- Summing the sequential cell areas from Yosys gives 48.66% of the chip area.
- In this build the clock could be raised as far as 456.7 MHz.
- The horizontal die size is 113 um, for reference.
- The average size of a mapped cell is 11.39 um2, for reference.
- The die is 113 um tall.
- Per the post-synthesis report, the number of cells in the design is 86.
- The most critical min-delay path falls under reg -> reg.
- The die covers 12770 um2.
- The reported max-cap violation count is 0, for reference.
- Per the synthesis report, the XOR/XNOR share of the synthesized area is 0%.
- The post-route utilization of the core is recorded as 15.39%.
- Counting endpoints that fail hold in the final report gives 0.
- The placement summary gives the final routability congestion estimate as 0.8181.
- The top cell type's share of synthesized area is 45.98%, for reference.
- The setup TNS after final layout is 0 ns, for reference.
- Data arrives at the worst endpoint at 1.73 ns.
- The total area inside the core boundary comes to 8299 um2.
- The minimum clock period after layout is 2.190 ns, for reference.
- The worst setup path is launched from an input pin.
- Overall routing resource usage recorded by global route was 2.909%.
- The number of buffers on the longest clock path is 2, for reference.
- Entering global routing, the biggest net connects 20 pins.
- The final routed DRC violation total is 0, for reference.
- Dividing the detail-routed wire length by the instance count gives 9.338 um.
- The proportion of synthesized area in mux cells is 10.34%, for reference.
- The skew report gives the latency at the later pin of the worst-skew pair as 0.26 ns.
- The peak supply drop is 411.2 uV, for reference.
- The flow ran to the end, and the final reports show no timing, DRC or antenna violations.
- The largest driver fanout on the critical path is 2, for reference.
- The number of endpoints failing setup at the final stage is 0, for reference.
- The count of input and output buffers is 12, for reference.
- The number of global-route vias before repair was 714.
- TritonCTS built the clock tree.
- Of the combinational cells, the family taking the most area is simple AND/OR/NAND/NOR gates.
- The worst max-slew margin expressed relative to the limit is 76.84%, for reference.
- The number of warnings reported in the yosys synthesis log is 0, for reference.
- In this run the core area contains 33 standard-cell rows.
- The sequential standard cell area is 476.7 um2, for reference.
- The tally of nets with antenna violations remaining after routing is 0, for reference.
- In the final layout, the share of cells above drive strength 1 is 26.47%.
- The CTS report gives the tree buffer count as 3.
[what timing repair did]
action | in CTS | in global routing
endpoints found under the setup margin | 0 | 1
gates resized | 0 | 2
setup buffers | 0 | 0
hold endpoints to repair | 0 | 0
[through the flow]
stage	setup WS, ns	cells	hold WS (ns)	instance area (um2)	total power [mW]
global route	0.001964	207	0.5213	1277	1.275
CTS	0.03470	207	0.5120	1265	1.169
floorplan	0.7757	86	0.1644	979.7	0.8394
global placement	0.1127	203	0.4973	1216	0.9144
detailed placement	0.1014	203	0.5018	1216	0.9217
finish	0.1103	207	0.5051	1277	1.174
[where the power goes]
part           internal (mW)  total (mW)  switching (mW)
Clock                  0.122       0.238           0.116
Combinational          0.220       0.387           0.167
Sequential             0.424       0.549           0.126
Total                  0.765        1.17           0.409
[layer usage]
metal  track usage (%)  up-vias  wire length, um
met2             4.493        9              867
met1             3.912      341              965
li1                  -      344                -
met5                 0        -                0
met3            0.8013        2               73
met4            0.7614        0               25
[Yosys cell counts, drive strengths merged]
cell	n
and4b	1
or2	1
nand2b	1
a22o	5
o31a	1
buf	4
nor4b	1
nor4	1
nand3	3
o22ai	1
dfstp	1
nor4bb	1
nand4	1
nor3	3
and3	1
nor2	3
mux2	9
o31ai	2
a211o	1
nand2	12
o211ai	1
dfrtp	18
inv	3
ha	3
a21o	1
o21ai	5
a21oi	2
[worst max-delay path: stages]
cell and delay (ns):
clkdlybuf4s50_1 0.48, nand2_1 0.07, nor3_1 0.21, clkdlybuf4s50_1 0.51
[cell type report]
type | count | share of cell area [%]
well taps | 105 | 10.28
repair buffers | 16 | 11.75
flip-flops and latches | 19 | 37.32
multi-input cells | 60 | 35.94
inverters | 3 | 0.8815
clock inverters | 1 | 0.5877
clock buffers | 3 | 3.232
[final timing paths]
path,to,cells past startpoint,slack [ns],from
max in group asynchronous,state[0]$_DFF_PN1_,2,1.50,rst_n
setup / recovery,rx_done_tick,4,0.11,s_tick
hold reg to reg,state[2]$_DFF_PN0_,2,0.51,state[0]$_DFF_PN1_
min in group asynchronous,dout[7]$_DFFE_PN0P_,2,0.53,rst_n
hold / removal,state[2]$_DFF_PN0_,2,0.51,state[0]$_DFF_PN1_
setup reg to reg,s[3]$_DFFE_PN0P_,5,0.66,s[0]$_DFFE_PN0P_
[flip-flops by register name, indices dropped and copies added, names as in the netlist]
| name | count |
|---|---|
| dout | 8 |
| s | 4 |
| state | 4 |
| n | 3 |
[logic make-up (layout without fill, tap and decap cells)]
| logic type | after synthesis | after routing |
|---|---|---|
| compound gates | 19 | 19 |
| fa+ha+maj | 3 | 3 |
| buf+inv | 7 | 23 |
| flops | 19 | 19 |
| mux | 9 | 9 |
| simple gates | 29 | 29 |
Power and IR drop assume default switching activity.
